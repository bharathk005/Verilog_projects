===== design.v =====
module my_hvsync_generator(clk, vga_h_sync, vga_v_sync, inDisplayArea, CounterX, CounterY);
input clk;
output vga_h_sync, vga_v_sync;
output inDisplayArea;
output [9:0] CounterX;
output [9:0] CounterY;
reg [9:0] CounterX;
reg [9:0] CounterY;
wire CounterXmaxed = (CounterX== 1023);
wire CounterYmaxed = (CounterY== 767);
always @(posedge clk)
if(CounterXmaxed)
	CounterX <= 0;
else
	CounterX <= CounterX + 1;
always @(posedge clk)
begin
if(CounterXmaxed) CounterY <= CounterY + 1;
if(CounterYmaxed) CounterY <= 0;
end
reg	vga_HS, vga_VS;
always @(posedge clk)
begin
	vga_HS <= (CounterX[9:4]==0);  
	vga_VS <= (CounterY==0);  
end
reg inDisplayArea;
always @(posedge clk)
if(inDisplayArea==0)
	inDisplayArea <= (CounterXmaxed) && (CounterY<766);
else
	inDisplayArea <= !(CounterX==1000);
assign vga_h_sync = ~vga_HS;
assign vga_v_sync = ~vga_VS;
endmodule

===== run.sh =====
#!/bin/bash
# OpenROAD 26Q1-2900-gdf79404cd8, Yosys 0.63+post, stock flow scripts
make -C /OpenROAD-flow-scripts/flow DESIGN_CONFIG=/design/flow/config.mk WORK_HOME=/design/flow/orfs finish

===== config.mk =====
export PLATFORM = sky130hd
export DESIGN_NAME = my_hvsync_generator
export DESIGN_NICKNAME = my_hvsync_generator
export VERILOG_FILES = /design/flow/design.v
export SDC_FILE = /design/flow/constraint.sdc
export NUM_CORES = 4
export LEC_CHECK = 1
export CORE_AREA = 10 10 82 82
export DIE_AREA = 0 0 92 92

===== constraint.sdc =====
current_design my_hvsync_generator

set clk_period 2.3
set clk_io_pct 0.2

create_clock -name clk0 -period $clk_period [get_ports {clk}]

set non_clock_inputs [all_inputs -no_clocks]
set_input_delay [expr $clk_period * $clk_io_pct] -clock clk0 $non_clock_inputs
set_output_delay [expr $clk_period * $clk_io_pct] -clock clk0 [all_outputs]

==> metrics.cfg <==
[drt]
drt_iter0_markers = 64
vias = 872
drc = 0
avgViaCountPerCell = 4.113
first_pass_iters = 4
ant_nets = 0
antenna_cells = 0
post_drt_wl_per_cell_um = 11.73
wl_um = 2487

[final_timing]
worst_pin_slew_ns = 0.4586
finalMaxSlewViolations = 0
setup_tns_ns = 0
skew_ns = 0.001371
max_freq_ghz = 0.5637
setup-violations-final = 0
fin_crit_ns = 1.774
rsz0062_at_grt = false
hold_viol = 0
finalCritPeriodShare_pct = 77.13
setup_ws_ns = 0.5259
relSlewSlack_pct = 69.42

[synthesis]
yosys.area.top_type_share_pct = 42.49
yosysChipArea_um2 = 1084
ys_seq_share_pct = 42.49
yosysWarnings = 1
top_cells_by_area = dfxtp_1, xnor2_1, xor2_1
ys_types = 33
synth_flops = 23
logic_family = simple AND/OR/NAND/NOR gates
ys_cells = 117
ys_sh_adder_pct = 4.619
simple_gate_share_pct = 32.10
syn_area_per_cell_um2 = 9.261
synth_top_cell_by_area = dfxtp_1
mux_share_pct = 2.887
ys_sh_xor_pct = 9.700
syn_area_um2 = 1084
syn_inst = 117
synthAoiAreaFrac_pct = 4.273

[critical_path]
r2r-start = CounterX[2]
worstPathRequired_ns = 2.46
crit_arrival_ns = 1.93
critical_path.cell_chain = and4_1 -> nand3_2 -> nor3_1 -> mux2_1
start_kind = flip-flop
slowest_delay_ns = 0.46
cpMaxStageDelayCell = dfxtp_1
critical_path_class = reg2reg
cp-startpoint = CounterX[2]
end_kind = flip-flop
path_max_fanout = 9

[floorplan]
coreArea_um2 = 5075
fp_util_pct = 21.35
rows = 26
ios = 24
dieArea_um2 = 8464
die_y_um = 92
die_width_um = 92

[placement]
place_congestion = 0.8074
place_area_um2 = 1389
place_ws_ns = 0.5119
dp_cells = 208
hpwl_um = 1924
io_buffers = 23

[power]
p_sw_w = 0.0001299
ir_worst_vdd_v = 0.0001752
p_leak_nw = 0.5028
p_seq_share_pct = 61.3
switching_share_pct = 20.03
power_frac_clock_pct = 38.7
internal-power_w = 0.0005185
power_frac_comb_pct = 0
power_density_nw_per_um2 = 451.8

[finish]
drive_above_1_share_pct = 6.338
fin_cells = 212
fin_area_um2 = 1435
areaGrowthSynthToFinish_pct = 32.45

[clock_tree]
cts_root_buf = clkbuf_8
cts_resized = 0
cts_buffer_depth = 2
clock_latency_ns = 0.26
postCtsSetupBuffers = 0
numCtsBuffers = 3
htree_levels = 1
tritoncts = yes
hold_buffers = 0
cts_sinks = 23
clkSlewWorstSetupHoldPaths_ns = 0.08

[flow_run]
cap_violations = 0
warnings = 27

[hold_path]
hold_class = reg2reg
hp-start = inDisplayArea

[grt]
grt_overflow = 0
antenna_found_initial = 0
grt_pass1_vias = 863
grt_pass1_wl_um = 4257
grt_max_degree = 14
grt_use_total_pct = 5.864

[status]
status = complete, no violations

==> critical path: cells and delay by family, from the launching register on <==
family / cells / cell delay, ns
simple gates: 3 / 0.87
mux: 1 / 0.33
flops: 1 / 0.46
==> metrics by stage <==
step | power [W] | util (%) | hold WS [ns]
3_5_place_dp | 0.0004072 | 27.37 | 0.4614
4_1_cts | 0.0006599 | 28.28 | 0.4943
3_3_place_gp | 0.0004072 | 27.37 | 0.4537
5_1_grt | 0.0006764 | 28.28 | 0.5175
2_1_floorplan | 0.0004072 | - | 0.4119
6_report | 0.0006484 | 28.28 | 0.4963
==> power by group through the flow <==
stage,clock (W),sequential [W],combinational [W]
final,0.000251,0.000398,0.000000000292
after global routing,0.000279,0.000398,0.000000000292
after CTS,0.000262,0.000398,0.000000000292
==> cell usage after synthesis <==
cell      count
dfxtp_1      23
nor2_1       13
nand3_1       8
nand4_1       8
inv_1         6
xnor2_1       6
xor2_1        6
nand2_1       5
ha_1          4
o21ai_0       4
and3_1        3
nor4_1        3
and2_1        2
and4_1        2
buf_4         2
mux2i_1       2
nand2b_1      2
nand3b_1      2
nor3_1        2
a21oi_1       1
and4_2        1
buf_2         1
mux2_1        1
nand3_2       1
nand4_4       1
nor3b_1       1
nor4_2        1
o21ai_1       1
o31ai_1       1
o41ai_1       1
or2_1         1
or4_1         1
or4b_1        1
==> registers in the layout, summed over array words and instances, names as in the netlist <==
name           flops
vga_VS             1
inDisplayArea      1
CounterX          10
CounterY          10
vga_HS             1
==> worst paths after layout <==
path / cells after the start / slack (ns) / endpoint
worst max-delay path: 4 / 0.53 / CounterY[8]
worst min-delay path: 1 / 0.50 / inDisplayArea
worst max register to register: 4 / 0.53 / CounterY[8]
worst min register to register: 1 / 0.50 / inDisplayArea
==> area by class of cell <==
type / instances / area (um^2)
Clock buffer: 3 / 41.29
Clock inverter: 1 / 5.005
Multi-Input combinational cell: 85 / 580.6
Timing Repair Buffer: 24 / 237.7
Sequential cell: 23 / 460.4
Tap cell: 70 / 87.58
Fill cell: 552 / 3640
Inverter: 6 / 22.52
==> cell usage in the layout (no fill, tap or decap) <==
cell type / count
a21oi_1: 1
and2_1: 2
and3_1: 3
and4_1: 2
and4_2: 1
buf_4: 1
clkbuf_8: 3
clkdlybuf4s50_1: 23
clkinv_2: 1
dfxtp_1: 23
ha_1: 4
inv_1: 6
mux2_1: 1
mux2i_1: 2
nand2_1: 5
nand2b_1: 2
nand3_1: 8
nand3_2: 1
nand3b_1: 2
nand4_1: 8
nand4_4: 1
nor2_1: 13
nor3_1: 2
nor3b_1: 1
nor4_1: 3
nor4_2: 1
o21ai_0: 4
o21ai_1: 1
o31ai_1: 1
o41ai_1: 1
or2_1: 1
or4_1: 1
or4b_1: 1
xnor2_1: 6
xor2_1: 6
==> cells by family after synthesis <==
logic type | count (synthesis)
buffers and inverters | 9
adder cells (fa/ha/maj) | 4
flip-flops | 23
XOR/XNOR | 12
multiplexers | 3
AND-OR/OR-AND | 8
AND/OR/NAND/NOR | 58
==> routing by layer <==
layer / track usage, % / vias to the layer above / part of all wire, % / routed length [um]
met2: 9.000 / 14 / 45 / 1125
met1: 8.164 / 388 / 47 / 1180
met4: 1.157 / 0 / 1.2 / 29
met5: 0 / - / 0 / 0
li1: - / 468 / - / -
met3: 1.565 / 2 / 6.1 / 151
Power and IR drop assume default switching activity.
