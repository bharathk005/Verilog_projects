### /design/flow/config.mk
export PLATFORM = sky130hd
export DESIGN_NAME = mult
export DESIGN_NICKNAME = mult
export VERILOG_FILES = /design/flow/design.v
export SDC_FILE = /design/flow/constraint.sdc
export NUM_CORES = 4
export LEC_CHECK = 1
export CORE_UTILIZATION = 40
### /design/flow/constraint.sdc
current_design mult

set clk_period 47.6
set clk_io_pct 0.2

create_clock -name clk0 -period $clk_period

set non_clock_inputs [all_inputs -no_clocks]
set_input_delay [expr $clk_period * $clk_io_pct] -clock clk0 $non_clock_inputs
set_output_delay [expr $clk_period * $clk_io_pct] -clock clk0 [all_outputs]
### /design/flow/design.v
`timescale 1ns / 1ps
module mult(a,b,c,d);
input [0:15] a;
input [0:15] b;
input c;
output reg [0:15]d;
reg [0:15] r1;
reg [0:15] r3;
reg [0:15] r2;
reg [0:15] r22;
always@(*)
begin
	d[0:2] <= (a[0:2]*b[0:2])+(a[0:2]*b[3:15])+(b[0:2]*a[3:15])-((((a[0:2]*b[3:15])+(b[0:2]*a[3:15]))/10)*10);
	d[3:15] <= (a[3:15]*b[3:15])+(((a[0:2]*b[3:15])+(b[0:2]*a[3:15]))/10);
end	
endmodule
### /design/flow/run.sh
#!/bin/bash
# OpenROAD 26Q1-2900-gdf79404cd8, Yosys 0.63+post, stock flow scripts
make -C /OpenROAD-flow-scripts/flow DESIGN_CONFIG=/design/flow/config.mk WORK_HOME=/design/flow/orfs finish
==> qor.yml <==
dp.cells: 1349
ys_sh_xor: 0.101
ant_nets: 0
postSynthAreaPerCell_um2: 7.49
seq_cells: 0
synth-adder-area-share: 0.348
path_delay_family: "AND-OR/OR-AND gates"
yosysWarningCount: 1
compound_area_frac: 0.218
grt_pass1_wl_um: 31700
place_area_mm2: 0.00870
nClkBuffers: 0
fin_setup_tns_ns: 0
synthMostInstantiatedCell: "inv_1"
core_mm2: 0.0196
dp_worst_setup_slack_ns: 15.49
final_cells: 1349
period_used_share: 0.675
synth.logic.top_family: "adder cells"
min_period_ns: 32.13
clock.fmax_ghz: 0.0311
grt_setup_unrepaired: "false"
vias_per_cell: 5.30
critPathLaunchType: "input port"
critPathMostFrequentCell: "a21oi_1"
cts_resized: 0
first_iter_violations: 314
arrival_ns: 22.61
synthTopCellsByCount: "159 x inv_1, 157 x nand2_1, 90 x ha_1"
yosys_area_mm2: 0.00805
antenna_found_initial: 0
setup_viol: 0
status: "finished, final reports clean"
vias: 7147
tool_warnings: 34
cts_setup_buffers: 0
worst_slack_ns: 15.47
cp_slowest_cell: "clkdlybuf4s50_1"
hold_start: "a[15]"
first_pass_iters: 5
ys_sh_simple: 0.214
n_antenna_cell: 0
ios: 49
path_class: "input port to output port"
hold_depth: 6
critPathBufInv: 6
grt_remaining_overflow: 0
hold_path.class: "input port to output port"
synthMuxAreaShare: 0.0148
wl_um: 18600
hpwl_um: 15300
layout.area.seq_um2: 0
dieWidth_um: 144
drv_slew: 0
grt_max_degree: 19
postLayoutCoreUtil: 0.444
yosysSeqAreaShare: 0
grt_pass1_vias: 6530
chip_area_mm2: 0.0207
synth_cells: 1075
cpPeakStageDelay_ns: 0.78
portBuffers: 48
drc: 0
hold_viol_final: 0
area_delta_synth_final_pct: 8.15
max-cap-violations: 0
cts_hold_buffers: 0
gp_congestion: 0.915
post_drt_wl_per_cell_um: 13.8
crit_path_end_kind: "output port"
fp-utilization: 0.411
nFillCells: 2046
ys_cells: 1075
grt_usage: 0.194
drive_gt1_frac: 0.0498
topCellsByArea: "fa_1 21%, ha_1 14%, inv_1 7.4%, xnor2_1 7.4%, nand2_1 7.3%"
die_y_um: 144
ys_types: 93
crit_required_ns: 38.08
whs_endpoint: "d[2]"
netlist.area_leader.share: 0.206
final_area_mm2: 0.00870
syn_area_mm2: 0.00805
relSlewSlack: 0.452
rows: 51
worst_pin_slew_ns: 0.820
yosysTopAreaCell: "fa_1"
hold-worst-slack_ns: 20.34
critPathMaxFanout: 18
[final cells by class]
type                       count  area (um^2)  area share
multi-input combinational    864         7200       0.828
inverter                     161          604      0.0694
timing repair buffer          59          563      0.0647
tap                          265          332      0.0381
[placed cells by master, fill, tap and decap left out, types with 8 or more instances in the layout]
master / n
xor2_1: 22
buf_4: 11
a31oi_1: 8
o21ai_0: 29
ha_1: 90
nor4_1: 11
nor3_1: 13
and2_1: 56
a211oi_1: 8
o21ai_1: 8
a21oi_1: 59
nand2_1: 157
nor2_1: 41
clkdlybuf4s50_1: 48
o21a_1: 8
nand3_1: 16
xnor2_1: 68
inv_1: 159
a21o_1: 13
fa_1: 83
o21bai_1: 13
or3_1: 8
[logic make-up (layout without fill, tap and decap cells)]
family	after synthesis	after routing
compound gates	239	239
xor+xnor	91	91
fa+ha+maj	174	174
buf+inv	211	220
mux	11	11
simple gates	349	349
[tightest hold or removal path: stages]
cell and delay, ns:
clkdlybuf4s50_1 0.39, buf_4 0.19, nand2_1 0.12, fa_1 0.16
inv_1 0.03, clkdlybuf4s50_1 0.38
[layer usage]
metal,share of wire,GRT usage,vias up,routed length [um]
met5,0,0,-,0
met4,0.014,0.0241,0,257
met3,0.041,0.0143,8,755
met2,0.43,0.297,155,8040
met1,0.51,0.311,3326,9490
li1,-,-,3658,-
[how the worst max path moves through the flow]
stage	startpoint	endpoint	slack, ns	cells past startpoint
final	a[13]	d[4]	15.47	54
after global routing	a[2]	d[3]	14.20	54
after CTS	a[2]	d[4]	15.47	54
