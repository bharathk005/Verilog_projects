## ./config.mk

```make
export PLATFORM = sky130hd
export DESIGN_NAME = coke
export DESIGN_NICKNAME = coke
export VERILOG_FILES = /design/flow/design.v
export SDC_FILE = /design/flow/constraint.sdc
export NUM_CORES = 4
export LEC_CHECK = 1
export CORE_AREA = 10 10 70 70
export DIE_AREA = 0 0 80 80
```

## ./constraint.sdc

```tcl
current_design coke

set clk_period 1.3
set clk_io_pct 0.2

create_clock -name clk0 -period $clk_period

set non_clock_inputs [all_inputs -no_clocks]
set_input_delay [expr $clk_period * $clk_io_pct] -clock clk0 $non_clock_inputs
set_output_delay [expr $clk_period * $clk_io_pct] -clock clk0 [all_outputs]
```

## ./design.v

```verilog
`timescale 1ns / 1ps
module coke( output reg y,
				 output reg [4:0] ch,
				 input [4:0] m,
				 input n
    );
parameter r=5'd00010;
always @(m)
 begin
	if(m==r)
		y=1'b1;
	else if(m > r)
		begin
			y=1'b1;
			ch=m-r;
		end
	else
		begin
		 y=1'b0;
		ch=m;
		end
	end
endmodule
```

## ./run.sh

```bash
#!/bin/bash
# OpenROAD 26Q1-2900-gdf79404cd8, Yosys 0.63+post, stock flow scripts
make -C /OpenROAD-flow-scripts/flow DESIGN_CONFIG=/design/flow/config.mk WORK_HOME=/design/flow/orfs finish
```

==> job_summary.md <==
### Yosys + OpenROAD results

| Metric | Value |
|---|---|
| Status | `complete, no violations` |
| WP data arrival | `1030 ps` |
| Area leader share | `36.8%` |
| Worst min path class | `in -> out` |
| Slew @ Worst Pin | `218 ps` |
| Initial antenna violation count | `0` |
| Cell Area, Synth | `204 um^2` |
| DRC violations left | `0` |
| Pwr/cell area | `217 nW/um^2` |
| Leak pwr | `0.214 nW` |
| Register area | `75.1 um^2` |
| RSZ-0062 raised after global routing | `yes` |
| Area Overhead vs Synth | `145%` |
| RD Place Congestion | `0.704` |
| Fillers | `395` |
| Final period utilization | `99.0%` |
| Max_slew headroom | `85.4%` |
| First-pass DRT Iterations | `3` |
| Slowest stage cell, crit path | `or3_4` |
| Max Transition Viols Final | `0` |
| Yosys stat chip area | `204 um^2` |
| Crit. End Element | `primary output` |
| Place WS | `-799 ps` |
| DRT antenna net count | `0` |
| Synth warn | `1` |
| Comb area | `158 um^2` |
| Vias in the first global route | `296` |
| Post-Syn Instances | `23` |
| Initial DRC count | `3` |
| Max reg flops | `5` |
| Total track usage | `2.20%` |
| Register pins left without a clock | `5` |
| F_max | `0.777 GHz` |
| Endpoints left unconstrained | `10` |
| Hold Buf Count CTS | `0` |
| Max incr delay on CP | `320 ps` |
| N_diodes | `0` |
| FP Util | `5.97%` |
| Area leader, netlist | `dlxtn_1` |
| Number of port buffers | `11` |
| Top cells, area | `dlxtn_1 37%, o21ai_0 7.4%, nor4b_2 7.4%` |
| Most frequent cells in the layout | `10 x buf_4, 5 x dlxtn_1, 5 x buf_6, 5 x clkdlybuf4s50_1` |
| Period minus WS final | `1290 ps` |
| Chip area | `6400 um^2` |
| Cell Chain, Critical Path | `buf_6, inv_4, ha_4, nor2b_2, or3_4, buf_2` |
| Post-synth regs | `5` |
| Core area | `3420 um^2` |
| Critical path launch point | `m[1]` |
| WL final | `791 um` |
| First-pass GRT wire length | `1200 um` |
| Detail Placement HPWL | `590 um` |
| Share of cells above drive strength 1 | `54.3%` |
| Critical path fanouts, max | `3` |
| Max VDD drop | `0.0346 mV` |
| Max-cap violations | `0` |
| Total congestion overflow | `0` |
| Number of warnings in the stage logs | `34` |
| Critical path launch point type | `primary input` |
| I/O pin total | `12` |
| Routed WL per cell | `8.60 um` |
| Most frequent logic cell in the layout | `buf_4` |
| Syn avg cell area | `8.87 um^2` |
| Largest net degree at the start of global routing | `9` |
| Vias post-DR | `257` |
| Setup ws final | `13.6 ps` |
| Die x size | `80 um` |
| Setup crit end | `y` |
| Row count | `21` |
| WS Path Type | `in -> out` |
| Die H | `80 um` |
| Yosys stat cell total | `23` |
| # setup viols final | `0` |
| Hold Slack | `968 ps` |
| Crit path DRT | `1040 ps` |
| Hold Violations, Final | `0` |
| Cell Area, Placed | `439 um^2` |
| Vias per cell | `2.79` |
| Synth cell types | `16` |
| Finished Cell Area | `499 um^2` |
critical path: cells and delay by family:
kind | cells | cell delay (ps)
adder cells (fa/ha/maj) | 1 | 120
buffers and inverters | 3 | 280
AND/OR/NAND/NOR | 2 | 360
final cells by class:
type                            count  share of cell area (%)
Timing Repair Buffer               23                    39.3
Inverter                            2                    2.51
Tap cell                           46                    11.5
Sequential cell                     5                    15.0
Multi-Input combinational cell     16                    31.6
where the power goes:
group / total [mW] / leakage [nW] / internal (mW) / switching (mW)
sequential: 0.00524 / 0.0401 / 0.00514 / 0.0000987
clock: 0 / 0 / 0 / 0
combinational: 0.103 / 0.174 / 0.0626 / 0.0407
timing repair:
| item | 4_1_cts | 5_1_grt |
|---|---|---|
| gates resized | 37 | 2 |
| endpoints found under the setup margin | 1 | 1 |
| buffers inserted | 3 | 0 |
| pin swaps | 2 | 1 |
worst min-delay path by stage:
| stage | depth (start not counted) | slack (ps) | start | end |
|---|---|---|---|---|
| final | 4 | 970 | m[4] | y |
| after global routing | 4 | 1000 | m[4] | y |
| after CTS | 4 | 970 | m[4] | y |
per-layer routing:
layer	share of wire (%)	wire length (um)	track usage, %	vias to the layer above
li1	-	-	-	133
met1	40	318	2.00	121
met2	56	446	5.14	3
met3	3.3	26	0.114	0
met4	0	0	0	0
met5	0	0	0	-
Yosys cell counts:
cell type and n:
a211o_1 1, nor2b_1 1, or3_1 1, ha_1 1
inv_1 2, o31ai_1 1, o21a_1 1, nand2b_1 1
a21oi_1 1, or4_1 1, nor4b_2 1, nor3b_1 1
o21ai_0 3, a21boi_1 1, dlxtn_1 5, o2bb2ai_1 1
logic make-up (layout without fill, tap and decap cells):
group                    count (synthesis)  in the layout  share of synthesized area, %
AND-OR/OR-AND                            9              9                          29.4
adder cells (fa/ha/maj)                  1              1                          6.13
buffers and inverters                    2             25                          3.68
latches                                  5              5                          36.8
AND/OR/NAND/NOR                          6              6                          23.9
metrics by stage:
step	util [%]	instances	setup TNS, ps	power [mW]
CTS	14.4	92	0	0.104
floorplan	-	23	0	0.0327
global placement	12.9	89	-784	0.0844
detailed placement	12.9	89	-799	0.0856
global route	14.6	92	-11.2	0.118
finish	14.6	92	0	0.108
Power and IR drop assume default switching activity.
