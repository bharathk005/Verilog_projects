$ cat flow/run.sh
#!/bin/bash
# OpenROAD 26Q1-2900-gdf79404cd8, Yosys 0.63+post, stock flow scripts
make -C /OpenROAD-flow-scripts/flow DESIGN_CONFIG=/design/flow/config.mk WORK_HOME=/design/flow/orfs finish
$ cat flow/config.mk
export PLATFORM = sky130hd
export DESIGN_NAME = zd
export DESIGN_NICKNAME = zd
export VERILOG_FILES = /design/flow/design.v
export SDC_FILE = /design/flow/constraint.sdc
export NUM_CORES = 4
export LEC_CHECK = 1
export CORE_AREA = 10 10 70 70
export DIE_AREA = 0 0 80 80
$ cat flow/constraint.sdc
current_design zd

set clk_period 1.4
set clk_io_pct 0.2

create_clock -name clk0 -period $clk_period [get_ports {c}]

set non_clock_inputs [all_inputs -no_clocks]
set_input_delay [expr $clk_period * $clk_io_pct] -clock clk0 $non_clock_inputs
set_output_delay [expr $clk_period * $clk_io_pct] -clock clk0 [all_outputs]
$ cat flow/design.v
`timescale 1ns / 1ps
module zd(
    output reg y,
    input x,
    input c,
    input r
    );
reg [1:0] st,n_st;
parameter s0=2'b00, s1=2'b01, s2=2'b10, s3=2'b11;
always@ (posedge c, posedge r)
if(r) st <= s0;
else  st<=n_st;
always@(st,x)
case(st)
s0: if(x) n_st=s1;
	 else n_st=s0;
s1: if(x) n_st=s2;
	 else n_st =s0;
s2: if(x) n_st=s3;
	 else n_st =s0;
s3: if(x) n_st=s3;
	 else n_st =s0;
endcase
always@(st,x)
case(st)
s0: y=0;
s1,s2,s3: y=~x;
endcase
endmodule
==> job_summary.md <==
## Implementation flow summary

| Metric | Value |
|---|---|
| Fp_density | `4.10%` |
| Comb gate area | `36.3 µm²` |
| Setup TNS | `0 ns` |
| Largest fanout on the critical path | `2` |
| Lkg Pwr | `0.114 nW` |
| Antenna diode count | `0` |
| Router iterations before antenna repair | `1` |
| Critical path startpoint category | `register` |
| ANT nets after route | `0` |
| CTS Buffer Depth | `2` |
| Vias per cell | `1.61` |
| Clk latency late pin | `0.24 ns` |
| Status | `completed` |
| Synthesized chip area reported by yosys | `roughly 140 µm²` |
| Aggregate global-route resource usage | `1.07%` |
| WL per Instance | `between 4 and 5 µm` |
| Synthesized area | `140 µm²` |
| Layout cells sized above 1 | `47.6%` |
| Chip height | `80 µm` |
| Layout area overhead | `94.6%` |
| Reg2reg path depth | `3` |
| CTS Buf Count | `3` |
| Final Util | `7.99%` |
| Reg2Reg Setup Slack | `slightly above 0.6 ns` |
| CTS tree | `built` |
| Tmin final | `roughly 1.3 ns` |
| First-pass GRT wire length | `around 500 µm` |
| Post-synth regs | `4` |
| TritonCTS Sinks | `4` |
| # Cells Yosys | `12` |
| Fill cell count | `405` |
| Max IR drop VDD | `0.000145 V` |
| RSZ-0062 raised after global routing | `false` |
| Die area | `0.00640 mm²` |
| Power consumption | `0.000305 W` |
| Vias in the first global route | `131` |
| Clock-pin transition on the worst setup and hold timing paths | `0.04 ns` |
| Tool warnings | `25` |
| Largest net degree at the start of global routing | `5` |
| Netlist cell types | `7` |
| PD cells | `1120 mW/mm²` |
| Chip width | `80 µm` |
| Biggest register | `st` |
| WL final | `303 µm` |
| I/O Pins | `4` |
| Syn Inst Count | `12` |
| Antenna violations before repair | `0` |
| Post-Syn Area per Cell | `11.7 µm²` |
| Vias | `108` |
| Yosys Warn Count | `1` |
| CP Data Arrival Time | `1.00 ns` |
| Rel. slew slack | `91.0%` |
| Largest registers | `st: 4 flops` |
| Core box area | `0.00342 mm²` |
| Max reg flops | `4` |
| FP Rows | `21` |
| Hold Crit Class | `in2async` |
| H-tree depth | `1` |
| Fin Clk Skew | `0.00573 ns` |
| CP Capture Type | `output pin` |
| Register area share after synthesis | `72.3%` |
| Clock Root Buffer | `clkbuf_4` |
| Post-route setup slack | `0.116 ns` |
| Initial DRC count | `0` |
| Largest cells by area | `dfrtp_1 (54%), dfstp_2 (19%), and2_2 (11%), nor2_1 (8.0%), nor3_1 (3.6%)` |
| Synth area leader | `dfrtp_1` |
| Final number of max-transition violations | `0` |
| Worst reg2reg path endpoint | `st[3]` |
| Top cell type's share of synthesized area | `between 50% and 60%` |
| Worst R2R Start | `st[3]` |
| Max cap viols | `0` |
| GPL Wtd Cong | `0.621` |
| CP required | `~1.1 ns` |
| Final period util | `91.7%` |
| GRT overflow | `0` |
| DPL Wire Length | `239 µm` |
| Final hold violations | `0` |
| DRC Markers | `0` |
| Min Hold Slack | `0.224 ns` |
| Setup slack at placement | `-0.162 ns` |
| Worst Tran Pin Value | `0.135 ns` |
| F_max | `approximately 780 MHz` |
| I/O Buffers | `3` |
| Final Setup Violations | `0` |
| Setup CP Type | `reg2out` |
| Sequential cell area | `101 µm²` |
-- per-layer routing --
| layer | vias up | global-route usage [%] | share of wire, % |
|---|---|---|---|
| met4 | 0 | 0.880 | 2.0 |
| met1 | 51 | 0.803 | 35 |
| met2 | 3 | 1.36 | 47 |
| met3 | 2 | 1.36 | 16 |
| li1 | 52 | - | - |
| met5 | - | 0 | 0 |
-- placed cells by master (no fill, tap or decap) --
cell type        instances
dfrtp_1                  3
clkbuf_1                 1
dlygate4sd2_1            1
clkbuf_4                 3
nor3_2                   1
clkdlybuf4s15_1          1
nor2_1                   3
buf_4                    2
dfstp_2                  1
inv_2                    1
inv_1                    1
clkdlybuf4s50_1          1
and2_2                   2
-- layout make-up --
class / instances / area share [%]
Tap cell: 46 / 21.1
Multi-Input combinational cell: 6 / 13.3
Timing Repair Buffer: 5 / 16.1
Inverter: 2 / 2.75
Clock buffer: 4 / 9.63
Sequential cell: 4 / 37.2
-- cells in the mapped netlist, drive strengths merged --
| master | number |
|---|---|
| and2 | 2 |
| dfrtp | 3 |
| dfstp | 1 |
| inv | 2 |
| nor2 | 3 |
| nor3 | 1 |
-- report_power, final --
part	switching (W)	internal, W	total, W
clock	0.0000493	0.000107	0.000156
combinational	0.00000839	0.0000146	0.0000230
sequential	0.00000291	0.000123	0.000126
total	0.0000607	0.000244	0.000305
-- what timing repair did --
item                                    CTS  global route
endpoints found under the setup margin    1             1
buffers inserted                          0             1
hold buffers                              0             0
pin swaps                                 2             2
gates resized                             3             1
-- worst max-delay path, stage by stage, from the launching register on --
cell and delay [ns]:
dfrtp_1 0.38, nor3_2 0.17, nor2_1 0.06, clkdlybuf4s15_1 0.16
-- worst max-delay path by stage --
stage	slack [ns]	to	cells past startpoint	startpoint
after CTS	0.03	y	3	st[2]
after global routing	0.06	y	3	st[3]
final	0.12	y	3	st[3]
-- per-stage QoR --
stage          area (µm²)  std cells
2_1_floorplan         140         12
3_3_place_gp          235         62
3_5_place_dp          235         62
4_1_cts               264         66
5_1_grt               273         67
6_report              273         67
-- cells by family (layout without fill, tap and decap cells) --
logic type    Yosys count  after routing  synth area share, %
buf+inv                 2             11                 5.35
flops                   4              4                 72.3
simple gates            6              6                 22.3
Power figures rest on the tool's default switching activity, not on a simulated workload.
