**/design/flow/run.sh**
```bash
#!/bin/bash
# OpenROAD 26Q1-2900-gdf79404cd8, Yosys 0.63+post, stock flow scripts
make -C /OpenROAD-flow-scripts/flow DESIGN_CONFIG=/design/flow/config.mk WORK_HOME=/design/flow/orfs finish
```
**/design/flow/config.mk**
```make
export PLATFORM = sky130hd
export DESIGN_NAME = fft1
export DESIGN_NICKNAME = fft1
export VERILOG_FILES = /design/flow/design.v
export SDC_FILE = /design/flow/constraint.sdc
export NUM_CORES = 4
export LEC_CHECK = 1
export CORE_UTILIZATION = 30
```
**/design/flow/constraint.sdc**
```tcl
current_design fft1

set clk_period 8.2
set clk_io_pct 0.2

create_clock -name clk0 -period $clk_period [get_ports {c}]
create_clock -name clk1 -period $clk_period [get_ports {s}]

set non_clock_inputs [all_inputs -no_clocks]
set_input_delay [expr $clk_period * $clk_io_pct] -clock clk0 $non_clock_inputs
set_output_delay [expr $clk_period * $clk_io_pct] -clock clk0 [all_outputs]
```
**/design/flow/design.v**
```verilog
`timescale 1ns / 1ps
module fft1(
			output reg y0,
			output reg y1,
			output reg y2,
			output reg y3,
			output reg y4,
			output reg y5,
			output reg y6,
			output reg y7,
			input [0:1] x ,
			input r,
			input c,
			input e,
			input [0:2]s
    );
wire [0:1] i[0:7];
wire [0:1] j[0:7];
wire [0:1] wyi [0:7];
reg [0:1] xi[0:7];
reg [0:1] yi[0:7];
integer n=0;
integer k;
	always@(posedge c)	
	begin
	if(e)
		begin
				if(r)
				begin
				for(k=0;k<8;k=k+1)
				begin
				xi[n]<=2'b00;
				end
				end
				else
				begin
					xi[n]<=x;
						if(n==7)
							begin n=0;
							end
						else n=n+1;
				end
		 end
	end
butter1 b1(i[0],i[1],xi[0],xi[4],s[0]);
butter1 b2(i[2],i[3],xi[2],xi[6],s[0]);
butter1 b3(i[4],i[5],xi[1],xi[5],s[0]);
butter1 b4(i[6],i[7],xi[3],xi[7],s[0]);
butter1 b5(j[0],j[2],i[0],i[2],s[1]);
butter1 b6(j[1],j[3],i[1],i[3],s[1]);
butter1 b7(j[4],j[6],i[4],i[6],s[1]);
butter1 b8(j[5],j[7],i[5],i[7],s[1]);
butter1 b9 (wyi[0],wyi[4],j[0],j[4],s[2]);
butter1 b10(wyi[1],wyi[5],j[1],j[5],s[2]);
butter1 b11(wyi[2],wyi[6],j[2],j[6],s[2]);
butter1 b12(wyi[3],wyi[7],j[3],j[7],s[2]);
always@(wyi[3])
begin
yi[3]<=wyi[3];
y3 <= yi[3];
end
always@(wyi[7])
begin
yi[7]<=wyi[7];
y7 <= yi[7];
end
always@(wyi[0])
begin
yi[0]<=wyi[0];
y0 <= yi[0];
end
always@(wyi[4])
begin
yi[4]<=wyi[4];
y4 <= yi[4];
end
always@(wyi[2])
begin
yi[2]<=wyi[2];
y2 <= yi[2];
end
always@(wyi[6])
begin
yi[6]<=wyi[6];
y6 <= yi[6];
end
always@(wyi[1])
begin
yi[1]<=wyi[1];
y1 <= yi[1];
end
always@(wyi[5])
begin
yi[5]<=wyi[5];
y5 <= yi[5];
end
endmodule
module butter1(
					output reg [0:1] u1,
					output reg [0:1] u2,
					input  [0:1] v1,
					input  [0:1] v2,
					input s
);
always@(posedge s)
begin
	 u1= v1+v2;
	 u2= v1-v2;
end
endmodule 
```
==> results.txt <==
This memo summarizes the results of the implementation run.

Synth
The synthesized netlist contains 22 unique library cells. The cell area that synthesis handed to floorplanning was 0.00220 mm2. The top flip-flop cell by instance count after synthesis is sky130_fd_sc_hd__edfxtp_1. The share of the synthesized area in the top cell type is 0.546. Counting flops with a built-in enable in the synthesized netlist gives 40. After synthesis, the share of flip-flops with an asynchronous set or reset is 0. Ranked by total cell area, the synthesized netlist is headed by sky130_fd_sc_hd__edfxtp_1, sky130_fd_sc_hd__xnor2_1, sky130_fd_sc_hd__dfxtp_1. Summing all multiplexer cells gives an area fraction of 0.

The synthesis report lists the Yosys warning total as 4. The most area-hungry cell type in the Yosys netlist is sky130_fd_sc_hd__edfxtp_1. The share of the Yosys chip area taken by registers is 0.609. The number of standard cells reported by yosys is approximately 170. Ranked by instance count, the synthesized netlist is headed by sky130_fd_sc_hd__edfxtp_1, sky130_fd_sc_hd__xnor2_1, sky130_fd_sc_hd__nor2_1, sky130_fd_sc_hd__nand3_1, sky130_fd_sc_hd__xor2_1.

The per-instance average area after synthesis is 12.6 um2. After synthesis, the chip area reported by Yosys is 0.00220 mm2. The adder-cell share of the synthesized area is 0.00569. The XOR/XNOR share of the synthesized area is 0.147.

Of the total synthesized cell area, the portion taken by AND-OR and OR-AND cells is 0. The basic-gate share of the synthesized area counting and, or, nand and nor cells is 0.206. The dominant cell by count in the synthesized netlist is sky130_fd_sc_hd__edfxtp_1.

Yosys reported a register bit count of 47. The cell count after synthesis is about 170. The biggest combinational cell group after synthesis is simple AND/OR/NAND/NOR gates.

Setup path
The required time of the critical path is about 8.3 ns. The startpoint type of the worst setup path is an input pin. Listed in order, past its start point the critical path passes clkdlybuf4s50_1, nor2b_2, buf_4, and2_1. The worst setup path is of the input pin to flip-flop kind. The capturing element type of the critical path is a flip-flop. The critical-path cell with the highest stage delay is sky130_fd_sc_hd__clkdlybuf4s50_1. The longest incremental delay of any stage on the critical path is reported as 0.49 ns. The arrival time at the worst endpoint is between 2 and 3 ns.

The maximum fanout count along the critical path is 33.

Detailed routing
The routed wire length per instance is 11.9 um. The number of antenna-violating nets in the routed design is 0. According to the report, the first pass of detailed routing completed in 4 iterations.

The number of design-rule violations left by the first detailed-router iteration is 99. Antenna repair during routing inserted a diode count of 0. Summing over every cut layer, the via total after detailed routing is 1,298.

The total DRC errors in the routed layout is 0. The ratio of routed vias to standard cells is 4.52. In the post-route report, total wirelength is listed as between 3 and 4 mm.

Power and ir drop
Of the total power, combinational logic draws 0.047. The internal portion of the total power is slightly above 0.0004 W. The maximum resistive drop on vdd is 0.0000849 V. The net switching power figure is 0.0000961 W. Per the summary, power density relative to cell area is roughly 200 mW/mm2. The leakage power is about 0.85 nW. The switching part of the total power is 0.191. The share of total power dissipated in sequential elements is 0.555. The design draws 0.000502 W.

The clock power share is 0.398.

STA
The pin closest to its max-slew limit shows a slew of 0.525 ns. Per the final timing report, the hold violations number 0. Setup repair after global routing left no endpoint under its margin. The number of pins with negative max-slew slack in the final report is 0. Checking max transition, the worst relative margin is 0.648. Summed over all failing endpoints, the final setup total negative slack is 0 ns. The final timing report lists clock skew as 0.198 ns.

The last timing report of the flow puts the setup violation total at 0.

Flow run
The stage-log warning count is 68. The max capacitance violation total is 0.

Placed design
The placement summary gives the final routability congestion estimate as 0.783. The HPWL after detailed placement is 2.32 mm. In this run the cell area measured after placement is 0.00238 mm2. The number of I/O port buffers is 11.

GRT
Summed over all routing layers, the global router reports a total usage of 0.103. The final global-route overflow total is 0. The initial antenna violation count is 0. The via count of the first global-routing pass was 1,260. Entering global routing, the biggest net connects 34 pins. The wire length of the first global-routing pass is 5.98 mm.

Die
The initial cell density of the core is 0.317. The y dimension of the die is 87.7 um. The floorplan report gives the top-level pin count as 16. The total area inside the core boundary comes to about 0.007 mm2. The total die size is 0.00768 mm2.

From left edge to right edge, the die measures roughly 90 um. The floorplan has 30 rows.

Status
The run finished with clean final reports.

Min path
The path class of the tightest hold or removal check is flip-flop to flip-flop.

Clocking
The buffers inserted during post-CTS setup optimization is 0. The clock-pin slew on the worst setup and hold paths is 0.07 ns. The number of gates resized after CTS is 0. The hold buffer count at CTS is 0. TritonCTS built the clock tree.

Layout
Per the layout report, the design carries about 670 filler cells. At the end of the flow the core is filled with cells to 0.367. The area growth from synthesis to layout is 15.7%.

The register cell area after layout is ~0.0013 mm2. The cell area after layout is ~0.0025 mm2. Of the cells placed in the final design, the portion with a size suffix greater than 1 is 0.0942. The combinational gate area is 793 um2.
-- stage by stage --
step / hold slack, ns / instances / setup WS, ns
floorplan: 0.406 / 174 / 4.55
global placement: 0.416 / 273 / 5.02
detailed placement: 0.420 / 273 / 4.99
CTS: 0.429 / 287 / 5.29
global route: 0.441 / 287 / 5.19
finish: 0.421 / 287 / 5.32
-- flip-flops by register name, indices dropped and copies added, names as in the netlist --
register	count
b1.u1	1
b10.u1	1
b2.u1	1
b3.u1	1
b4.u1	1
b5.u1	1
b7.u1	1
n	32
xi	8
-- final timing paths --
path | slack (ns) | start | end | cells after the start
min in group clk0 | 0.59 | n[31] | n[31] | 1
setup reg to reg | 6.10 | n[1] | n[26] | 5
max in group clk1 | 7.44 | xi[6][0] | b2.u1[1] | 1
hold / removal | 0.42 | b1.u1[1] | b5.u1[1] | 1
setup / recovery | 5.32 | e | xi[0][0] | 4
hold reg to reg | 0.42 | b1.u1[1] | b5.u1[1] | 1
-- final cells by class --
| class | instances | share of cell area |
|---|---|---|
| Sequential cell | 47 | 0.527 |
| Multi-Input combinational cell | 116 | 0.311 |
| Clock buffer | 13 | 0.0624 |
| Tap cell | 96 | 0.0472 |
| Timing Repair Buffer | 12 | 0.0462 |
| Clock inverter | 1 | 0.00344 |
| Inverter | 2 | 0.00295 |
-- routing by layer --
layer / share of wire / up-vias / track usage
met5: 0 / - / 0
met4: 0.023 / 0 / 0.0268
met3: 0.050 / 5 / 0.0324
met2: 0.42 / 32 / 0.141
met1: 0.50 / 608 / 0.169
li1: - / 653 / -
-- layout by cell type, fill, tap and decap left out, drive strengths merged, types with 4 or more instances in the layout --
| cell | count |
|---|---|
| nor4 | 8 |
| nand3 | 12 |
| clkdlybuf4s50 | 11 |
| nand2 | 11 |
| and3 | 5 |
| nand2b | 4 |
| nor2 | 14 |
| dfxtp | 7 |
| clkbuf | 13 |
| nor3 | 5 |
| xnor2 | 25 |
| xor2 | 12 |
| edfxtp | 40 |
| nand4 | 12 |
-- power groups by stage --
stage | registers [W] | clock network, W | logic (W)
after global routing | 0.000280 | 0.000223 | 0.0000266
after CTS | 0.000279 | 0.000211 | 0.0000239
final | 0.000279 | 0.000200 | 0.0000235
-- critical path: cells and delay by family --
| family | cells | cell delay, ns |
|---|---|---|
| AND/OR/NAND/NOR | 2 | 0.46 |
| buffers and inverters | 2 | 0.88 |
-- kinds of logic (layout without fill, tap and decap cells) --
logic type	count (synthesis)	count (layout)
adders and majority gates	1	1
buffers and inverters	11	28
and+or+nand+nor	78	78
xor gates and xnor gates	37	37
DFF	47	47
Power figures rest on the tool's default switching activity, not on a simulated workload.
